File: design.v
`timescale 1ns / 1ps
module Arithmetic_Logic_Unit(
    G,
    A,
    B,
    ALU_Result,
    V,
    C,
	 PSR_Write
    );
parameter word_Size = 32;
    input [3:0] G;
    input [word_Size - 1:0] A;
    input [word_Size - 1:0] B;
    output reg [word_Size - 1:0] ALU_Result;
    output V;
    output reg C;
	 output reg PSR_Write;
reg [word_Size - 1:0] Inner_Carry;
wire[word_Size - 1:0] nB = ~B;
wire[word_Size - 1:0] nBplusOne = nB + 1;
wire[word_Size - 1:0] negOne = 8'b11111111;  
always @ (*) begin
	casex(G)
		4'b0000 : Inner_Carry =  A[word_Size - 2:0];
		4'b0001 : Inner_Carry = (A[word_Size - 2:0] + 1);
		4'b0010 : Inner_Carry = (A[word_Size - 2:0] + B[word_Size - 2:0]);
		4'b0011 : Inner_Carry = (A[word_Size - 2:0] + B[word_Size - 2:0] + 1);
		4'b0100 : Inner_Carry = (A[word_Size - 2:0] + (nB[word_Size - 2:0]));
		4'b0101 : Inner_Carry = (A[word_Size - 2:0] + nBplusOne[word_Size - 2:0]);
		4'b0110 : Inner_Carry = (A[word_Size - 2:0] + negOne[word_Size - 2:0]);
		4'b0111 : Inner_Carry =  A[word_Size - 2:0];
		4'b100x : Inner_Carry = ( A[word_Size - 2:0] & B[word_Size - 2:0]);
		4'b101x : Inner_Carry = ( A[word_Size - 2:0] | B[word_Size - 2:0]);
		4'b110x : Inner_Carry = ( A[word_Size - 2:0] ^ B[word_Size - 2:0]);
		4'b111x : Inner_Carry = (~A[word_Size - 2:0]);
		default : Inner_Carry = {word_Size{1'bx}};
	endcase
	casex(G)
		4'b0000 : begin {C, ALU_Result} =  A;
									PSR_Write = 0;
					 end
		4'b0001 : begin {C, ALU_Result} = (A + 1);
							PSR_Write = 1;
					 end
		4'b0010 : begin {C, ALU_Result} = (A + B);
									PSR_Write = 1;
					 end
		4'b0011 : begin {C, ALU_Result} = (A + B + 1);
									PSR_Write = 1;
					 end
		4'b0100 : begin {C, ALU_Result} = (A + (nB));
									PSR_Write = 1;
					 end
		4'b0101 : begin {C, ALU_Result} = (A + nBplusOne);
									PSR_Write = 1;
					 end
		4'b0110 : begin {C, ALU_Result} = (A + negOne);
									PSR_Write = 1;
					 end
		4'b0111 : begin {C, ALU_Result} = (A);
											PSR_Write = 0;
					 end
		4'b100x : begin {C, ALU_Result} =  A & B;
											PSR_Write = 0;
					 end
		4'b101x : begin {C, ALU_Result} =  A | B;
											PSR_Write = 0;
					 end
		4'b110x : begin {C, ALU_Result} =  A ^ B;
											PSR_Write = 0;
					 end
		4'b111x : begin {C, ALU_Result} = ~A;
											PSR_Write = 0;
					 end
		default : begin {C, ALU_Result} = {word_Size{1'bx}};
											PSR_Write = 0;
					 end
	endcase
end
assign V = (C ^ Inner_Carry[7]) ? 1'b1 : 1'b0;
endmodule
`timescale 1ns / 1ps
module FunctionUnitHW2(
    FS,  
    A,
    B,
	 SH,
    F,
    V,
    C,
    N,
    Z,
	 PSR_Write
    );
parameter word_Size = 32;
    input [4:0] FS;  
    input [word_Size - 1:0] A;
    input [word_Size - 1:0] B;
	 input [4:0] SH;
    output [word_Size - 1:0] F;
    output V;
    output C;
    output N;
    output Z;
	 output PSR_Write;
wire MF = FS[4];
wire[3:0] G = FS[3:0];
wire[1:0] H = FS[3:2];
wire[word_Size - 1:0] ALU_Result;
wire[word_Size - 1:0] S_Result;
Arithmetic_Logic_Unit #(.word_Size(word_Size))
		ALU_1(
		.G(G[3:0]),
		.A(A[word_Size - 1:0]),
		.B(B[word_Size - 1:0]),
		.ALU_Result(ALU_Result[word_Size - 1:0]),
		.V(V),
		.C(C)						);
Shifter #(.word_Size(word_Size))
		Shift_1(								
		.H(H[1:0]),
		.B(B[word_Size - 1:0]),
		.SH(SH[4:0]),
		.S_Result(S_Result[word_Size - 1:0])	);
assign N = ALU_Result[word_Size - 1];
assign Z = ~|ALU_Result;
assign F =  (MF == 1'b0) ? ALU_Result:
				(MF == 1'b1) ? S_Result  : {word_Size{1'bx}};
endmodule
`timescale 1ns / 1ps
module Shifter(
	 H,
	 B,
	 SH,
    S_Result
    );
parameter word_Size = 32;
input  [1:0] H;
input  [word_Size - 1:0] B;
input  [4:0] SH;
output [word_Size - 1:0] S_Result;
assign S_Result = (H == 2'b00) ? B 		  :
						(H == 2'b01) ? B << SH :
						(H == 2'b10) ? B >> SH : {word_Size{1'bx}};
endmodule
`timescale 1ns / 1ps
module top(
	uclk,
	btn,
	LED
	);
parameter word_Size = 32;
parameter count_Size = 5;
parameter in_A = 3;   
parameter in_B = 2;   
	 input uclk;
	 input btn;
    output [7:0] LED;
reg [count_Size-1:0] counter = 0;
reg [6:0] db_btn = 0;
reg old_btn = 0;
wire [word_Size-1:0] A = in_A;
wire [word_Size-1:0] B = in_B;
reg  [4:0] SH = 2;
wire [4:0] FS = counter[count_Size-1:count_Size-5];
wire [word_Size - 1:0] F;
wire V;
wire C;
wire N;
wire Z;
wire enA;
FunctionUnitHW2 #(.word_Size(word_Size))
		FU_1(
		.FS(FS[4:0]),
		.A(A[word_Size - 1:0]),
		.B(B[word_Size - 1:0]),
		.SH(SH[4:0]),
		.F(F[word_Size - 1:0]),
		.V(V),
		.C(C),
		.N(N),
		.Z(Z)
		);
always @(posedge uclk)
begin
	old_btn <= &db_btn;
end
always @(posedge uclk)
begin
	db_btn <= db_btn << 1;
	db_btn[0] <= btn;
end
always @(posedge uclk)
begin
	if(enA) begin
		counter <= counter + 1;
	end
end
assign enA = &db_btn && ~old_btn;
assign LED[3:0] = F[3:0];
assign LED[4] = V;
assign LED[5] = C;
assign LED[6] = N;
assign LED[7] = Z;
endmodule
File: run.sh
#!/bin/bash
# OpenROAD 26Q1-2900-gdf79404cd8, Yosys 0.63+post, stock flow scripts
make -C /OpenROAD-flow-scripts/flow DESIGN_CONFIG=/design/flow/config.mk WORK_HOME=/design/flow/orfs finish
File: config.mk
export PLATFORM = sky130hd
export DESIGN_NAME = top
export DESIGN_NICKNAME = top
export VERILOG_FILES = /design/flow/design.v
export SDC_FILE = /design/flow/constraint.sdc
export NUM_CORES = 4
export LEC_CHECK = 1
export CORE_AREA = 10 10 81 81
export DIE_AREA = 0 0 91 91
File: constraint.sdc
current_design top

set clk_period 2.5
set clk_io_pct 0.2

create_clock -name clk0 -period $clk_period [get_ports {uclk}]

set non_clock_inputs [all_inputs -no_clocks]
set_input_delay [expr $clk_period * $clk_io_pct] -clock clk0 $non_clock_inputs
set_output_delay [expr $clk_period * $clk_io_pct] -clock clk0 [all_outputs]
==> run summary <==
The synthesis and PnR run went through. Chip area landed at between 8000 and 9000 sq um. Worst-case vdd ir drop landed at roughly 0.26 mV. The end-of-flow timing check tallies setup violations at 0.

Number of global-route vias before repair landed at about 460. The most critical setup path has its endpoint at LED[7]. In this run the worst path has a maximum fanout of 3. Actual slew at the worst max-slew pin landed at approximately 670 ps. Share of the yosys chip area belonging to registers landed at between 40% and 50%. The flow reports an fmax of approximately 0.42 GHz.

Required arrival time at the worst endpoint landed at around 2000 ps. Summing over the stages, the warning tally comes to 28. Number of iterations in the first detailed-routing pass landed at 2. The clock arrives with 1.77 ps of skew.

The worst setup path is captured at an output port. Summing over every cut layer, the via total after detailed routing is between 400 and 500. Data arrives at the worst endpoint at between 1500 and 2000 ps. The worst pin sits at a relative slew slack of 54.8%.

Count of instantiated cells in the yosys netlist landed at 62. Per the detail_route report, routed wire per instance is roughly 8 um. Looking at the reg2reg group, the worst path ends at counter[3]. Detailed placement ended at an HPWL of 788 um. CTS placed an instance of clkbuf_8 at the clock tree root. Port buffering added 9 buffers. Endpoints failing hold in the final report were tallied at 0. Die boundary width landed at roughly 91 um. Clock slew seen by the registers of the worst setup and hold paths landed at 50 ps.

Power per cell area landed at approximately 440 nW/um^2. Per the post-synthesis stats, the area per cell is 10.6 sq um. Utilization after layout landed at between 10% and 20%. Area of the synthesized netlist per yosys stat landed at 659 sq um. 0 antenna diodes ended up in the layout.

Number of distinct library cells after synthesis landed at 30. In this run the deepest clock path goes through 2 buffers. The final report lists a non-filler cell total of 143.

Depth of the CTS H-tree landed at 1. Final critical delay including setup and external delays landed at about 2400 ps. After technology mapping, the gate count stands at approximately 62.

In this run the critical register-to-register path is launched from db_btn[2]. Floorplan die height landed at 91 um. Cells with a size suffix above 1 make up between 20% and 30% of the layout.

Violation count after the first detailed-routing iteration landed at 8. Static power due to leakage landed at between 0.0003 and 0.0004 uW. Counting the buffers created by CTS gives 3.

Yosys reported a register bit count of 13. The worst hold path belongs to the class reg -> reg. For reference, the final report shows the max-slew violation count at 0.

In this run the worst setup path begins at counter[1]. Global-route wire length before repair landed at ~1.8 mm. Using the TritonRoute via totals, the vias-per-cell ratio works out to 3.33. For the final routed database, the setup TNS stands at 0 ps. The count of nets left with antenna violations once routing finished came out at 0.

Counting every sink on the clock net gives 13. Before any placement, the netlist area is recorded as roughly 660 sq um. Total placed cells including tap cells landed at between 100 and 150. According to the I/O placement log, the pin count is 10. At the floorplan stage, the core utilization is reported as between 10% and 20%. Number of antenna violations at the first check in global routing landed at 0. Counting the warning lines in the Yosys log gives 2. Setup slack of the worst register-to-register path landed at about 1100 ps. The placement summary gives the final routability congestion estimate as 0.788. Number of DRC violations after detailed routing landed at 0. STA classifies the critical path startpoint as a register.

In this run the most critical hold path is launched from db_btn[3]. Per the OpenROAD floorplan log, the area of the core is a little under 5000 sq um. TritonCTS built the clock tree. Per the detailed-route log, wirelength across all metal layers totals approximately 1.2 mm. Overall overflow remaining after global route landed at 0. Across every metal layer, demand over resource in global routing totals about 2.5%. Cts-stage hold buffer count landed at 0. For the worst flop-to-flop path, the logic depth is 2. Entering global routing, the biggest net connects 15 pins.

The floorplan has 25 rows. Per the skew report, the later register of the worst-skew pair sees a clock latency of 240 ps. Fraction of the cycle the final worst path needs landed at a little over nine tenths. The flow ran to the end, and the final reports show no timing, DRC or antenna violations.

The report counts max-capacitance violations totalling 0. Setup repair after global routing left no endpoint under its margin. Between the synthesized netlist and the finished layout, the area growth was recorded as 41.4%. The worst setup path is of the reg -> out kind.
what timing repair did:
action	4_1_cts	5_1_grt
buffers inserted	6	0
endpoints found under the setup margin	3	1
gates resized	15	3
pin swaps	6	1
final cells by class:
class                      instances  area [sq um]
clock buffer                       4          45.0
fill                             522          3880
inverter                           3          16.3
multi-input combinational         39           325
sequential                        13           310
tap                               67          83.8
timing repair buffer              17           151
synth_stat cells (all sizes together):
cell	count	share of area (%)
o2bb2ai	1	1.3
o21a	1	1.1
o311ai	1	2.5
mux2i	1	1.5
nor3	3	3.0
dfxtp	8	24
o21ai	2	1.5
a21oi	1	0.76
a211oi	2	2.3
edfxtp	5	23
nor2b	2	1.9
clkbuf	1	2.1
a31oi	1	0.95
buf	6	7.0
nand3	4	3.0
or3	1	0.95
inv	3	1.7
nor3b	1	1.9
xor2	1	1.3
xnor2	2	2.7
and3	1	0.95
or2	1	0.95
and2	1	0.95
nand2	3	1.7
nor2	4	2.3
ha	4	7.6
nand4	1	0.95
sequential cells by signal, indices dropped and copies added, names as in the netlist:
| register | cells |
|---|---|
| counter | 5 |
| db_btn | 7 |
| old_btn | 1 |
worst max-delay path: stages, from the launching register on:
cell and delay (ps):
edfxtp_1 370, buf_4 130, inv_2 50, ha_2 190, or3_1 320, a31oi_2 200, nor3b_2 180, clkdlybuf4s15_1 180
power by group:
part	total [uW]	leakage [uW]	switching, uW	internal, uW
Clock	177	0.0000228	65.6	112
Combinational	6.62	0.000202	2.49	4.13
Sequential	229	0.000112	3.17	225
worst min path at each step:
| stage | end | slack, ps | depth (start not counted) |
|---|---|---|---|
| 6_report | db_btn[4] | 350 | 0 |
| 4_1_cts | db_btn[4] | 350 | 0 |
| 5_1_grt | db_btn[4] | 360 | 0 |
routing by layer:
| layer | GRT usage (%) | vias up | part of all wire, % |
|---|---|---|---|
| met2 | 3.52 | 16 | 39 |
| li1 | - | 241 | - |
| met5 | 0 | - | 0 |
| met3 | 1.74 | 4 | 12 |
| met1 | 3.04 | 215 | 47 |
| met4 | 0.914 | 0 | 1.9 |
kinds of logic (layout without fill, tap and decap cells):
| kind of cell | Yosys count | after routing | synth area share [%] |
|---|---|---|---|
| flops | 13 | 13 | 47.1 |
| xor+xnor | 3 | 3 | 3.99 |
| mux | 1 | 1 | 1.52 |
| buf+inv | 10 | 24 | 10.8 |
| compound gates | 9 | 9 | 10.4 |
| fa+ha+maj | 4 | 4 | 7.59 |
| simple gates | 22 | 22 | 18.6 |
metrics by stage:
stage          setup slack [ps]  hold slack [ps]  instance area (sq um)  power (uW)
2_1_floorplan               495              330                    659         235
3_3_place_gp                128              333                    788         238
3_5_place_dp               82.1              338                    788         238
4_1_cts                     108              349                    920         418
5_1_grt                    7.62              358                    932         428
6_report                    140              350                    932         413
cell usage in the layout, fill, tap and decap left out, drive strengths merged, types with 3 or more instances in the layout:
cell / instances
dfxtp: 8
buf: 8
clkdlybuf4s50: 6
edfxtp: 5
nor2: 4
nand3: 4
clkbuf: 4
ha: 4
nand2: 3
nor3: 3
inv: 3
Power figures rest on the tool's default switching activity, not on a simulated workload.
